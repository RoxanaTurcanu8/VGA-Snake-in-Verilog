[flow/constraint.sdc]
current_design debounce

set clk_period 4.2
set clk_io_pct 0.2

create_clock -name clk0 -period $clk_period [get_ports {clk}]

set non_clock_inputs [all_inputs -no_clocks]
set_input_delay [expr $clk_period * $clk_io_pct] -clock clk0 $non_clock_inputs
set_output_delay [expr $clk_period * $clk_io_pct] -clock clk0 [all_outputs]
[flow/design.v]
module debounce #(
parameter INIT_VALUE       = 1'b0      ,
parameter DEBOUNCE_DELAY   = 16'd10000 
)(
input		  clk     ,	 
input		  rst_n   ,  
input		  data_i  ,	 
output reg		data_o   	 
);
reg		      datainR         ;
reg[39:0]	  debounceCounter ;
reg		      dataEdge        ;
always @(posedge clk or posedge rst_n)
if (rst_n)	datainR <= INIT_VALUE; else
            datainR <= data_i;
always @(posedge clk or posedge rst_n)
if (rst_n)	dataEdge <= 1'b0; else
            dataEdge <= datainR ^ data_i;
always @(posedge clk or posedge rst_n)
if (rst_n)			        debounceCounter <= DEBOUNCE_DELAY; else
if (dataEdge)			      debounceCounter <= DEBOUNCE_DELAY; else
if (|debounceCounter)	  debounceCounter <= debounceCounter - 1;
always @(posedge clk or posedge rst_n)
if (rst_n)			              data_o <= INIT_VALUE; else
if (debounceCounter == 16'd1)	data_o <= data_i;
endmodule  
[flow/run.sh]
#!/bin/bash
# OpenROAD 26Q1-2900-gdf79404cd8, Yosys 0.63+post, stock flow scripts
make -C /OpenROAD-flow-scripts/flow DESIGN_CONFIG=/design/flow/config.mk WORK_HOME=/design/flow/orfs finish
[flow/config.mk]
export PLATFORM = sky130hd
export DESIGN_NAME = debounce
export DESIGN_NICKNAME = debounce
export VERILOG_FILES = /design/flow/design.v
export SDC_FILE = /design/flow/constraint.sdc
export NUM_CORES = 4
export LEC_CHECK = 1
export CORE_UTILIZATION = 40
==> changes_impl.md <==
### Physical design

* Status: finished clean
* Clock Power Share at 34.7%
* Hold Slack at ~0.45 ns
* Resize count post-CTS at 0
* Synth top area share at 40.11%
* Int Pwr at 0.0006658 W
* WS Path Type: flop to flop
* Hold WC Path Type: flop to flop
* Yosys stat area at 2371 um2
* Gr ovfl total at 0
* Ys async rst share at 100.0%
* RSZ-0062 raised after global routing: no
* Top post-synthesis cells by area: dfrtp_1 40%, or3_1 6.1%, dfstp_2 5.5%
* Cells after synthesis at between 200 and 250
* Via count at 1806
* Synth top cell by count: dfrtp_1
* Core utilization of the finished layout at 45.89%
* Skew final at approximately 0.011 ns
* Fin cells at 324
* Pins Over Slew Limit at 0
* Yosys warns at 1
* Largest net degree at the start of global routing at 44
* Post-detailed-route count of antenna-violating nets at 0
* Top cells by count, synth: 38 x dfrtp_1, 23 x a21oi_1, 23 x or3_1, 21 x nor2_1, 15 x o21ai_0
* PortBufs at 3
* Hold Vio Cnt, Final at 0
* Clk slew on worst S/H paths at 0.08 ns
* Hold_buf cts at 0
* Yosys top cell by area: dfrtp_1
* Rel. slew slack at 51.98%
* Total design power at ~0.0009 W
* Setup TNS at 0 ns
* Switching share of power at 26.21%
* Core ar. at ~5600 um2
* TritonCTS clock tree: yes
* CP max stage delay at 0.76 ns
* Worst-Margin Slew at 0.7149 ns
* Start point of the critical path: debounceCounter[23]$_DFFE_PP0P_
* Final min period at 3.032 ns
* Tot GR Track Use at 16.98%
* Pwr/cell area at 350.6 nW/um2
* Final setup fails at 0
* WP data required at roughly 4.4 ns
* Final GP Congestion at a little over 0.8
* Die Span X at 78.99 um
* Dpl hpwl at 2971 um
* Max Fclk at 0.3298 GHz
* FP Core Util at 42.28%
* Diode count at 0
* Main synth FF type: dfrtp_1
* Chip area at roughly 6200 um2
* Max-Cap Viols at 0
* Yosys cell count at 246
* R2r endpoint: debounceCounter[1]$_DFFE_PP0P_
* Number of global-route vias before repair at about 1800
* Syn_area_per_cell at between 9 and 10 um2
* IO Count at 4
* Inst Count DP at around 320
* Seq cells post-synth at 43
* Setup bufs post-CTS at 0
* Comb pwr share at about 14%
* P_sw at 0.0002365 W
* Critical Path Fanout Max at 21
* Post-Route WL at 4523 um
* Leakage power at 1.064 nW
* Clock root buffer master: clkbuf_8
* FF-to-FF setup slack at 1.17 ns
* Initial DRT Pass Iterations at 5
* Total CTS buffers at 5
* CTS Buffer Depth at 2
* Area Overhead vs Synth at 8.549%
* R2r startpoint: debounceCounter[23]$_DFFE_PP0P_
* CTS H-tree depth at 2
* Starting DRT DRC Count at 119
* Synth Seq Share at a little under half
* Die Ht at about 79 um
* Sequential Power Share at between 50% and 60%
* Clock Latency Late Sink at 0.29 ns
* Worst Setup EP: debounceCounter[1]$_DFFE_PP0P_
* Min-Delay Path Depth at 1
* Via/cell ratio at 5.574
* CP Launch Type: flop
* DR DRC count at 0
* EDFF count, synth at 0
* WP data arrival at 3.25 ns
* CP max-delay cell: nor4_4
* Synthesized area at 2371 um2
* VDD IR-drop max at 0.1831 mV
* Num rows at 27
* Yosys cell types at about 40
* Ratio of cells with drive above 1 in the final layout at 11.90%
* Log Warnings at 27
* Critical path capture point type: flop
* TritonCTS Sinks at 43
* First-pass GRT wire length at 8245 um
* DR WL/cell at approximately 14 um
* Initial antenna violation count at 0
* Crit path cell chain: nor4_1, nand4_1, nor4_4, buf_4, mux2_2, nor2_1
* Period utilization at 72.20%
* Cells on worst reg2reg path at 6
[sequential cells by signal (all words and copies together), names as in the netlist]
| register | cells |
|---|---|
| datainR | 1 |
| debounceCounter | 40 |
| data_o | 1 |
| dataEdge | 1 |
[critical path: cells and delay by family (launching register included)]
kind	cells	cell delay (ns)
simple gates	4	1.84
mux	1	0.36
flops	1	0.40
buf+inv	1	0.36
[cell type report]
class	count	area, um2
fillers	556	3034
multi-input cells	190	1216
flip-flops and latches	43	1082
well taps	72	90.09
clock buffers	7	76.32
repair buffers	8	67.56
clock inverters	1	30.03
inverters	3	11.26
[layout by cell type, fill, tap and decap left out, drive strengths merged, types with 7 or more instances in the layout]
| cell | n |
|---|---|
| nor2 | 21 |
| a21oi | 23 |
| dfrtp | 38 |
| clkbuf | 7 |
| or3 | 23 |
| mux2 | 10 |
| or4 | 7 |
| nor2b | 9 |
| o21ai | 15 |
| nor3 | 7 |
| nand2b | 7 |
| nor4 | 14 |
| nand2 | 11 |
[worst min-delay path by stage]
stage / endpoint / startpoint / slack (ns)
6_report: dataEdge$_DFF_PP0_ / datainR$_DFF_PP0_ / 0.45
4_1_cts: dataEdge$_DFF_PP0_ / datainR$_DFF_PP0_ / 0.45
5_1_grt: dataEdge$_DFF_PP0_ / datainR$_DFF_PP0_ / 0.49
[logic make-up (layout without fill, tap and decap cells)]
group,after synthesis,after routing,synth area share [%]
fa+ha+maj,3,3,1.583
mux,10,10,4.749
simple gates,121,121,30.66
buf+inv,13,19,3.060
compound gates,50,50,12.08
xor+xnor,6,6,2.216
flops,43,43,45.65
[stage by stage]
stage	setup slack, ns	cell area, um2
floorplan	1.857	2371
global placement	1.345	2467
detailed placement	1.250	2467
CTS	1.217	2574
global route	0.9808	2574
finish	1.168	2574
[layer usage]
layer / vias up / part of all wire, % / global-route usage [%]
li1: 928 / - / -
met1: 854 / 52 / 27.89
met2: 18 / 44 / 25.78
met3: 6 / 2.5 / 2.567
met4: 0 / 1.2 / 1.636
met5: - / 0 / 0
[power groups by stage]
stage	combinational, W	sequential [W]	clock [W]
CTS	0.000128	0.000462	0.000326
global route	0.000146	0.000467	0.000338
finish	0.000127	0.000462	0.000313
Power is estimated from default activity; no workload was simulated.
