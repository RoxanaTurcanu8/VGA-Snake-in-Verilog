[run.sh]
#!/bin/bash
# OpenROAD 26Q1-2900-gdf79404cd8, Yosys 0.63+post, stock flow scripts
make -C /OpenROAD-flow-scripts/flow DESIGN_CONFIG=/design/flow/config.mk WORK_HOME=/design/flow/orfs finish
[config.mk]
export PLATFORM = sky130hd
export DESIGN_NAME = vgaDriver
export DESIGN_NICKNAME = vgaDriver
export VERILOG_FILES = /design/flow/design.v
export SDC_FILE = /design/flow/constraint.sdc
export NUM_CORES = 4
export LEC_CHECK = 1
export CORE_UTILIZATION = 50
[constraint.sdc]
current_design vgaDriver

set clk_period 3.5
set clk_io_pct 0.2

create_clock -name clk0 -period $clk_period [get_ports {clk}]

set non_clock_inputs [all_inputs -no_clocks]
set_input_delay [expr $clk_period * $clk_io_pct] -clock clk0 $non_clock_inputs
set_output_delay [expr $clk_period * $clk_io_pct] -clock clk0 [all_outputs]
[design.v]
module vgaDriver(
input            clk        , 
input            rst_n      ,  
input            enable     ,  
input      [4:0] blue_i     ,  
input      [4:0] red_i      ,  
input      [5:0] green_i    ,  
output reg [4:0] red        ,  
output reg [5:0] green      , 
output reg [4:0] blue       ,
output reg [9:0] row        ,  
output reg [9:0] column     ,  
output reg       h_sync     ,  
output reg       v_sync
);
reg[10:0] h_sync_cnt;    
reg[9:0]  v_sync_cnt;   
always @(posedge clk or negedge rst_n)      
if(~rst_n)              row = 10'b0; else
if(v_sync_cnt > 600)    row = 600; else      
                        row = v_sync_cnt;    
always @(posedge clk or negedge rst_n)
if(~rst_n)              column = 10'b0; else
if(h_sync_cnt > 800)    column = 800; else      
                        column = h_sync_cnt;    
always @(posedge clk or negedge rst_n)
if  (~rst_n )            h_sync_cnt = 11'b0; else
if( h_sync_cnt == 1039 ) h_sync_cnt = 'b0; else     
	                     h_sync_cnt = h_sync_cnt+1; 
always @(posedge clk or negedge rst_n)
if (~rst_n )             v_sync_cnt = 10'b0; else
if( v_sync_cnt == 665 & h_sync_cnt == 1039)  v_sync_cnt = 'b0; else  
if( h_sync_cnt == 1039 ) v_sync_cnt = v_sync_cnt+1;                  
always @(posedge clk or negedge rst_n)
if (~rst_n ) h_sync = 'b0; else
if(h_sync_cnt >= 0 && h_sync_cnt <800) begin  
		h_sync=1; end
	else if(h_sync_cnt >= 800 && h_sync_cnt < 856) begin  
		h_sync = 'b1; end
	else if(h_sync_cnt >= 856 && h_sync_cnt<976) begin  
		h_sync = 'b0; end
	else if(h_sync_cnt >= 976 && h_sync_cnt <1040)  
		begin 
		h_sync ='b1;
		end
always @(posedge clk or negedge rst_n)
if (~rst_n ) v_sync = 'b0; else
if(v_sync_cnt >=0 && v_sync_cnt<600)  
		v_sync = 'b1;
	else if(v_sync_cnt >= 600 && v_sync_cnt < 637)  
		v_sync = 'b1; 
	else if (v_sync_cnt >= 637 && v_sync_cnt < 643)  
		v_sync = 'b0; 	
	else if(v_sync_cnt >= 643 && v_sync_cnt < 666)  
		v_sync = 'b1;
always @(posedge clk or negedge rst_n) 
if (~rst_n ) red = 'b0; else
if(((h_sync_cnt >= 0) && (h_sync_cnt <800))&&((v_sync_cnt >=0) && (v_sync_cnt<600)) && (enable))  
		red = red_i;         
	else if(((h_sync_cnt >= 800) && (h_sync_cnt < 1040))||((v_sync_cnt >= 600) && (v_sync_cnt < 666))) 
		red = 'b0;
always @(posedge clk or negedge rst_n)begin
if (~rst_n ) green = 'b0; else
if(((h_sync_cnt >= 0) &&( h_sync_cnt <800))&&((v_sync_cnt >=0) &&(v_sync_cnt<600))&&(enable))  
		 green = green_i;    
	else if(((h_sync_cnt >= 800) && (h_sync_cnt < 1040))||((v_sync_cnt >= 600) && (v_sync_cnt < 666))) 
		 green = 'b0;end
always @(posedge clk or negedge rst_n)begin
if (~rst_n ) blue = 'b0;	else
if(((h_sync_cnt >= 0) &&( h_sync_cnt <800))&&((v_sync_cnt >=0 )&& (v_sync_cnt<600))&&(enable))  
		 blue = blue_i;     
else if(((h_sync_cnt >= 800) && (h_sync_cnt < 1040))||((v_sync_cnt >= 600) && (v_sync_cnt < 666))) 
		 blue = 'b0;end 
endmodule
==> changes_impl.md <==
## Flow update

* Max FO, Critical Path at 12
* Crit path DAT at 2.41 ns
* First-pass GRT wire length at ~8800 um
* FA/HA/MAJ Cells, Area Fraction at about 2.8%
* Reg-to-reg slack, setup at approximately 1.3 ns
* Top cells, area: dfrtp_1, o2bb2ai_1, o21ai_0, ha_1, nand3_1
* Post-Route Utilization at 67.3%
* Die W at 75.4 um
* Hold-fix buffers, CTS at 0
* Multiplexer share at 0.372%
* Worst hold path type: in2async
* # H-tree levels at 3
* Worst-path clk slew at around 0.06 ns
* Syn-to-layout area delta at 28.6%
* Vias/cell at 5.37
* Crit path time final at 2.21 ns
* RR Endpoint: v_sync_cnt[8]$_DFFE_PN0P_
* PortBufs at around 56
* Tool Warnings at 30
* CTS root buffer: clkbuf_8
* Place WS at roughly 1.2 ns
* Initial antenna violation count at 0
* Final period utilization at a little over three fifths
* Worst slew pin tran at just over 0.7 ns
* Wirelength per Cell at roughly 14 um
* Setup violators final at 0
* Pwr Density at 388 nW/um^2
* Worst Setup Path Type: reg2reg
* Clock skew at around 0.0092 ns
* Post-synth EDFFs at 0
* Comb area leader: simple AND/OR/NAND/NOR gates
* Worst skew pair latency at around 0.33 ns
* Top_reg_cell synth: dfrtp_1
* Gr usage total at 21.1%
* CP Launch Point: h_sync_cnt[5]$_DFF_PN0_
* Core area at approximately 5000 um^2
* Number of max-cap violations at 0
* Largest net degree at the start of global routing at ~60
* Worst-case vdd ir drop at around 0.26 mV
* Via count at roughly 2,000
* Yosys cell types at approximately 43
* FP Core Util at 52.3%
* Reg-to-Reg Start: h_sync_cnt[5]$_DFF_PN0_
* Mapped Area at ~2700 um^2
* AO/OA Area Share at between 10% and 20%
* CP startpoint kind: register
* Top cell area share at 54.9%
* DRT Wirelength at about 5300 um
* Switching portion of total power at 20.8%
* Largest area contributor in the netlist: dfrtp_1
* Most common cell in the netlist: dfrtp_1
* Comb power frac at 6.3%
* Setup TNS at 0 ns
* Slew Limit Fails at 0
* Ys cells at about 250
* Crit path to: v_sync_cnt[8]$_DFFE_PN0P_
* Commonest cells in the netlist: dfrtp_1, o21ai_0, nor2_1, o2bb2ai_1, inv_1
* Clock power share at 41.0%
* Setup ws final at about 1.3 ns
* Syn. warnings at 1
* Register-to-Register Path Depth at 4
* Psw at 279 uW
* Post-route DRC at 0
* Post-DP HPWL at around 3400 um
* CTS tree: built
* Ant. Diodes at 0
* GPL Wtd Cong at between 0.8 and 0.9
* Top Ports at 57
* 1st-iter DRT viols at about 130
* Sequential fraction of the synthesis area at between 50 and 60%
* Vias in the first global route at 1,903
* PostCTS Resize Cnt at 0
* Crit end category: register
* Pwr Total at around 1300 uW
* Syn Area/Cell at ~11 um^2
* Internal power at 1060 uW
* Ratio of cells with drive above 1 in the final layout at under 10%
* Cells after Synth at around 250
* Antenna-violating nets left at 0
* Pleak at 0.00146 uW
* FF+latch count, synth at approximately 59
* Sequential Power Share at between 50% and 60%
* Relative slew slack at between 50 and 60%
* Grt total ovfl at 0
* Setup bufs post-CTS at 0
* Num CTS Buffers at 9
* Row count at 26
* XOR Share, Synth at about 3.6%
* Die Ht at 75.4 um
* CTS Buffer Depth at 2
* Max Fclk at roughly 0.45 GHz
* Hold Vio Cnt, Final at 0
* CTS Sinks at ~59
* Chip area in the Yosys report at around 2700 um^2
* Ys async rst share at 100%
* DR pass1 iterations at 5
* Yosys simple share at ~18%
* CP Data Required Time at 3.70 ns
* Chip area at roughly 5700 um^2
* Run status: complete, no violations
* Unrepaired setup endpoints after global routing: no
-- per-layer routing --
metal	vias to the layer above	global-route usage, %	routed length [um]
met4	0	2.88	35
met3	2	5.36	295
met2	53	29.0	2300
li1	1001	-	-
met1	990	36.4	2660
met5	-	0	0
-- how the worst min path moves through the flow --
stage	startpoint	endpoint	slack (ns)	depth (start not counted)
CTS	h_sync$_DFFE_PN0P_	h_sync$_DFFE_PN0P_	0.51	1
finish	rst_n	row[3]$_DFF_PN0_	0.52	2
global route	h_sync$_DFFE_PN0P_	h_sync$_DFFE_PN0P_	0.53	1
-- metrics by stage --
stage,area [um^2],hold WS (ns),instances
finish,3460,0.520,381
floorplan,2690,0.404,250
CTS,3460,0.513,381
global placement,3280,0.491,366
detailed placement,3280,0.495,366
global route,3460,0.530,381
-- power by group through the flow --
stage | logic, uW | clock network [uW] | registers, uW
global route | 94.7 | 593 | 709
CTS | 86.0 | 565 | 708
finish | 84.0 | 550 | 708
-- worst max-delay path, stage by stage, from the launching register on --
cell and delay (ns):
dfrtp_1 0.50, or4_4 0.58, nor4_4 0.61, nand4_1 0.22
xnor2_1 0.17
-- layout by cell type (no fill, tap or decap), types with 9 or more instances in the layout --
cell	netlist	layout
clkdlybuf4s50_1	0	55
dfrtp_1	59	59
nand3_1	14	14
o21ai_0	25	25
o2bb2ai_1	16	16
nand2_1	9	9
inv_1	15	15
and2_1	9	9
nor2_1	17	17
clkbuf_8	0	12
-- cells by family after synthesis --
| kind of cell | Yosys count |
|---|---|
| and+or+nand+nor | 81 |
| AOI/OAI and AO/OA | 64 |
| DFF | 59 |
| buffers and inverters | 28 |
| xor gates and xnor gates | 11 |
| adders and majority gates | 6 |
| muxes | 1 |
-- registers in the layout (all words and copies together), names as in the netlist --
signal	cells
v_sync_cnt	10
v_sync	1
h_sync	1
column	10
row	10
green	6
blue	5
h_sync_cnt	11
red	5
-- layout make-up --
cell class                 count  area [um^2]
clock buffer                  13          169
sequential                    59         1480
timing repair buffer          59          578
clock inverter                 2         10.0
multi-input combinational    163         1080
tap                           70         87.6
fill                         429         1680
inverter                      15         56.3
Power is estimated from default activity; no workload was simulated.
